$ cat flow/design.v
`timescale 1ns / 1ps
module time_sel(
        input clk,
        input reset,
        input clear,
        input enable,
        input change,
        output [6:0] digit_h,
        output [6:0] digit_l,
        output dot
    );
    wire w_clk_100hz;
    wire [6:0] w_ms10,w_sec,w_min,w_hour;
    wire w_ms10_tick,w_sec_tick,w_min_tick;
    clk_hz #(
        .HZ(100)
    ) U_clk_100hz (
        .clk  (clk),
        .reset(reset),
        .o_clk(w_clk_100hz)
    );
    t_count #(
    .CNT(100)
    ) U_ms10(
    .clk(clk),
    .reset(reset),
    .in_tick(w_clk_100hz),
    .enable(enable),
    .clear(clear),
    .count(w_ms10),
    .out_tick(w_ms10_tick)
    );
    t_count #(
    .CNT(60)
    ) U_sec(
    .clk(clk),
    .reset(reset),
    .in_tick(w_ms10_tick),
    .enable(enable),
    .clear(clear),
    .count(w_sec),
    .out_tick(w_sec_tick)
    );
    t_count #(
    .CNT(60)
    ) U_min(
    .clk(clk),
    .reset(reset),
    .in_tick(w_sec_tick),
    .enable(enable),
    .clear(clear),
    .count(w_min),
    .out_tick(w_min_tick)
    );
    t_count #(
    .CNT(24)
    ) U_hour(
    .clk(clk),
    .reset(reset),
    .in_tick(w_min_tick),
    .enable(enable),
    .clear(clear),
    .count(w_hour),
    .out_tick()
    );
    dot_prod U_dot(
    .clk(clk),
    .reset(reset),
    .in_tick(w_ms10_tick),
    .dot(dot)
    );
    time_h_l U_time_h_l (
    .clk(clk),
    .reset(reset),
    .change(change),
    .ms10(w_ms10),
    .sec(w_sec),
    .min(w_min),
    .hour(w_hour),
    .digit_h(digit_h),
    .digit_l(digit_l)
    );
endmodule
module time_h_l (
    input clk,
    input reset,
    input change,
    input [6:0] ms10,
    input [6:0] sec,
    input [6:0] min,
    input [6:0] hour,
    output reg [6:0] digit_h,
    output reg [6:0] digit_l
);
    reg mode;
    localparam SEC_MSEC = 1'b0;
    localparam HOUR_MIN = 1'b1;
    always @(*) begin
        case (change)
            1'b0: begin  
                digit_h <= sec;
                digit_l <= ms10;
            end
            1'b1: begin  
                digit_h <= hour;
                digit_l <= min;
            end 
        endcase
    end
endmodule
module clk_hz #(
    parameter HZ = 100
)(
    input clk,
    input reset,
    output o_clk
);
    reg [$clog2(100_000_000/100)-1:0] r_counter;
    reg r_clk;
    assign o_clk = r_clk;
    always @(posedge clk or posedge reset) begin
        if(reset) begin
            r_counter <= 0;
            r_clk <= 1'b0;
        end else begin
            if(r_counter == 100_000_000/HZ -1) begin
                r_counter <= 0;
                r_clk <= 1'b1;
            end else begin
                r_counter <= r_counter + 1;
                r_clk <= 1'b0;
            end
        end
    end    
endmodule
module dot_prod (
    input clk,
    input reset,
    input in_tick,
    output dot
);
    reg r_dot;
    assign dot = r_dot;
    always @(posedge clk or posedge reset) begin
        if(reset) begin
            r_dot <= 0;
        end else begin
            if(in_tick) begin
                r_dot <= ~r_dot;
            end
        end
    end
endmodule
module t_count #(
    parameter CNT = 100
)(
    input clk,
    input reset,
    input in_tick,
    input enable,
    input clear,
    output [6:0] count,
    output out_tick
);
    reg r_out_tick;
    reg [6:0] r_count;
    assign count = r_count;
    assign out_tick = r_out_tick;
    always @(posedge clk or posedge reset) begin
        if(reset) begin
            r_count <= 0;
            r_out_tick <= 0;
        end else begin
            r_out_tick <= 0;  
            if(enable) begin
                r_count <= r_count;  
                if(in_tick) begin
                    if(r_count >= CNT -1) begin
                        r_count <= 0;
                        r_out_tick <= 1'b1;
                    end else begin
                        r_count <= r_count + 1;
                        r_out_tick <= 1'b0;
                    end
                end else begin
                    r_count <= r_count;
                end
            end else begin
                r_count <= r_count;
                if(clear) begin
                    r_count <= 0;
                end
            end
        end
    end
endmodule
$ cat flow/run.sh
#!/bin/bash
# OpenROAD 26Q1-2900-gdf79404cd8, Yosys 0.63+post, stock flow scripts
make -C /OpenROAD-flow-scripts/flow DESIGN_CONFIG=/design/flow/config.mk WORK_HOME=/design/flow/orfs finish
$ cat flow/config.mk
export PLATFORM = sky130hd
export DESIGN_NAME = time_sel
export DESIGN_NICKNAME = time_sel
export VERILOG_FILES = /design/flow/design.v
export SDC_FILE = /design/flow/constraint.sdc
export NUM_CORES = 4
export LEC_CHECK = 1
export CORE_UTILIZATION = 40
$ cat flow/constraint.sdc
current_design time_sel

set clk_period 5.0
set clk_io_pct 0.2

create_clock -name clk0 -period $clk_period [get_ports {clk}]

set non_clock_inputs [all_inputs -no_clocks]
set_input_delay [expr $clk_period * $clk_io_pct] -clock clk0 $non_clock_inputs
set_output_delay [expr $clk_period * $clk_io_pct] -clock clk0 [all_outputs]
==> flow_summary.toml <==
# yosys + openroad results
[cells_and_area]
layout.filler_cells = 588
finish.cell_count_without_fillers = 362
area.growth.synth_to_final_pct = 13.14
area.sequential_sq_mm = 0.001326
post_route_cells_drive_above_1_share_pct = 13.33
comb_area_sq_mm = 0.001373
post-route-util_pct = 47.93

[critical_path]
crit_path_end_kind = "output pin"
critical_path_s_largest_stage_delay_ns = 0.91
critPathLaunchType = "input pin"
path_buffers = 2
worst_path_max_delay_cell = "sky130_fd_sc_hd__clkdlybuf4s50_1"
timing.rr.end = "U_clk_100hz.r_counter[5]"
path_common_cell = "sky130_fd_sc_hd__clkdlybuf4s50_1"
timing.critical_path.fanout_max = 15
worstPathArrival_ns = 2.73
setup.worst_path.end = "digit_l[3]"
worst_setup_path_startpoint = "change"
required_ns = 4.00
critical_path_s_top_delay_family = "buffers and inverters"
critical_path_depth = 3
rr_worst_depth = 6
worstReg2RegStart = "U_clk_100hz.r_counter[0]"
critical_path.cell_chain = "clkdlybuf4s50_1, mux2_2, clkdlybuf4s50_1"
reg2reg_setup_slack_ns = 2.82
setup_crit_path_kind = "in2out"

[logic_synthesis]
synth_flop_count = 53
ys_sh_simple_pct = 19.96
post_synth_fa_ha_maj_area_fraction_pct = 2.274
ys_seq_share_pct = 48.20
ys_chip_area_sq_mm = 0.002751
enable_flop_cells = 0
synthMuxAreaShare_pct = 8.413
syn_area_per_cell_sq_um = 10.46
synth.lib_cells_used.distinct = 43
logic_family = "simple AND/OR/NAND/NOR gates"
synth_warnings = 6
synth-async-reset-ratio_pct = 100.0
xor_share_pct = 5.730
yosys-stat-cells = 263
post_synth_inst_count = 263
synth_area_sq_mm = 0.002751
synth_top_flop_cell = "sky130_fd_sc_hd__dfrtp_1"
aoi_share_pct = 13.51

[global_route]
global_route_wire_length_before_repair_mm = 9.066
met2_usage_pct = 24.17
grt_util_all_layers_pct = 15.65
met1_usage_pct = 25.53
gr-total-overflow = 0
first_global_vias = 1911
initial_antenna_violation_count = 0
grt_max_degree = 54
gr-usage-met3_pct = 2.073
gr-max-usage-layer = "met1"

[clock_network]
worstSkewPairLatency_ns = 0.31
tritoncts = "built"
tritoncts_num_sinks = 53
clk_transition_reported_paths_ns = 0.09
htreeDepth = 2
ctsResizeCount = 0
post_cts_hold_buffer_count = 0
post_cts.repair.setup_buffers = 0
numCtsBuffers = 5
clock_tree.buffer_depth = 2
clock_tree.root_cell = "sky130_fd_sc_hd__clkbuf_8"

[worst_hold_path]
hp-class = "reg2reg"

[placed_design]
place_hpwl_mm = 3.508
finalWeightedCongestion = 0.8177
port_buffers = 19
numPlacedInstances = 354

[sta]
relSlewSlack_pct = 53.12
fmax_ghz = 0.2681
rsz0062_at_grt = "false"
worst_pin_slew_ns = 0.6979
finalSetupTns_ns = 0
timing_hold_violations_final = 0
share_of_the_cycle_needed_by_the_critical_path_after_routing_pct = 74.59
setup_clock_skew_after_layout_ns = 0.009217
report.final.setup_viol = 0
final_max_slew_viol_count = 0
crit_path_time_final_ns = 3.730

[floorplan]
num_io_pins = 20
initCoreUtil_pct = 42.36
die_width_microns = 84.94
core_footprint_sq_mm = 0.006495
die_height_microns = 84.94
row_count = 29
fp.dieArea_sq_mm = 0.007214

[route]
antenna_violating_nets_post_route = 0
detailedRoute.firstPassIterationCount = 6
wl_per_cell_microns = 14.04
antenna_cells = 0
vias = 2023
drc = 0
finalWirelength_mm = 5.081
viasPerCell = 5.588
drt_iter0_markers = 55

[pwr]
cell_internal_pwr_w = 0.0005344
powerDensity_mw_per_mm2 = 224.0
power.combinational.fraction_pct = 3.2
total_leakage_power_nw = 1.448
worst_ir_drop_vdd_mv = 0.1206
power_switching_share_pct = 23.36
fin_total_pwr_w = 0.0006974
seq_pwr_share_pct = 61.4
power.net_switching_w = 0.0001629
power.clock.fraction_pct = 35.4

[job]
max_cap_violations = 0
tool_warnings = 25

[outcome]
status = "finished clean"
## cells in the final DEF (no fill, tap or decap), drive strengths merged, types with 3 or more instances in the layout
cell | synthesis | final
mux2i | 4 | 4
a211o | 3 | 3
nor2b | 3 | 3
xor2 | 9 | 9
nor2 | 16 | 16
or2 | 3 | 3
a211oi | 6 | 6
xnor2 | 9 | 9
and3 | 4 | 4
nand2 | 23 | 23
and2 | 5 | 5
ha | 5 | 5
nand4 | 8 | 8
nand3 | 15 | 15
dfrtp | 53 | 53
clkbuf | 4 | 5
mux2 | 17 | 17
nor3 | 5 | 5
a22o | 10 | 10
nor4 | 5 | 5
clkdlybuf4s50 | 0 | 19
a21oi | 16 | 16
o21ai | 6 | 6
a21o | 6 | 6
inv | 6 | 7
## worst register-to-register path: stages, from the launching register on
cell and delay, ns:
sky130_fd_sc_hd__dfrtp_1 0.41, sky130_fd_sc_hd__ha_1 0.21, sky130_fd_sc_hd__nand3_1 0.21, sky130_fd_sc_hd__or2_2 0.39, sky130_fd_sc_hd__nor3_1 0.55, sky130_fd_sc_hd__buf_4 0.27, sky130_fd_sc_hd__nor2_1 0.05
## metal layers
metal	vias up	share of wire, %
met2	29	45
li1	996	-
met3	5	2.6
met1	993	52
met4	0	0.94
met5	-	0
## cells by family (layout without fill, tap and decap cells)
kind of cell,after synthesis,in the layout
AOI/OAI and AO/OA,53,53
xor gates and xnor gates,18,18
adders and majority gates,5,5
buffers and inverters,13,35
DFF,53,53
muxes,21,21
and+or+nand+nor,100,100
## area by class of cell
cell class	count	share of cell area, %
clock buffer	5	2.211
clock inverter	3	0.6833
inverter	6	0.7235
multi-input combinational	197	44.09
sequential	53	42.60
tap	77	3.095
timing repair buffer	21	6.592
## flip-flops by register name (all words and copies together), names as in the netlist
name	count
U_dot.r_dot	1
U_sec.r_out_tick	1
U_sec.r_count	7
U_clk_100hz.r_clk	1
U_ms10.r_out_tick	1
U_min.r_out_tick	1
U_ms10.r_count	7
U_hour.r_count	7
U_min.r_count	7
U_clk_100hz.r_counter	20
## power by group through the flow
stage,clock network (W),registers [W],logic (W)
after global routing,0.000272,0.000428,0.0000257
after CTS,0.000257,0.000428,0.0000236
final,0.000247,0.000428,0.0000224
## Yosys cell counts, types with 3 or more instances
library cell | instances | area, sq um
sky130_fd_sc_hd__a211o_1 | 3 | 26.28
sky130_fd_sc_hd__a211oi_1 | 4 | 30.03
sky130_fd_sc_hd__a21o_1 | 6 | 45.04
sky130_fd_sc_hd__a21oi_1 | 16 | 80.08
sky130_fd_sc_hd__a22o_1 | 10 | 87.58
sky130_fd_sc_hd__and2_1 | 5 | 31.28
sky130_fd_sc_hd__and3_1 | 3 | 18.77
sky130_fd_sc_hd__buf_2 | 3 | 15.01
sky130_fd_sc_hd__clkbuf_1 | 4 | 15.01
sky130_fd_sc_hd__dfrtp_1 | 53 | 1326
sky130_fd_sc_hd__ha_1 | 5 | 62.56
sky130_fd_sc_hd__inv_1 | 6 | 22.52
sky130_fd_sc_hd__mux2_2 | 17 | 191.4
sky130_fd_sc_hd__mux2i_1 | 4 | 40.04
sky130_fd_sc_hd__nand2_1 | 23 | 86.33
sky130_fd_sc_hd__nand3_1 | 15 | 75.07
sky130_fd_sc_hd__nand4_1 | 7 | 43.79
sky130_fd_sc_hd__nor2_1 | 16 | 60.06
sky130_fd_sc_hd__nor2b_1 | 3 | 18.77
sky130_fd_sc_hd__nor3_1 | 5 | 25.02
sky130_fd_sc_hd__nor4_1 | 5 | 31.28
sky130_fd_sc_hd__o21ai_0 | 6 | 30.03
sky130_fd_sc_hd__xnor2_1 | 9 | 78.83
sky130_fd_sc_hd__xor2_1 | 9 | 78.83
## metrics by stage
stage               worst slack, ns  area (sq um)  hold slack (ns)
detailed placement            1.267          3023           0.4770
CTS                           1.259          3113           0.4909
finish                        1.270          3113           0.4835
global placement              1.293          3023           0.4697
floorplan                     2.108          2751           0.4204
global route                  1.188          3113           0.5189
## worst min path at each step
stage | startpoint | to | slack, ns | depth (start not counted)
4_1_cts | U_dot.r_dot | U_dot.r_dot | 0.49 | 1
5_1_grt | U_dot.r_dot | U_dot.r_dot | 0.52 | 1
6_report | U_dot.r_dot | U_dot.r_dot | 0.48 | 1
Power figures rest on the tool's default switching activity, not on a simulated workload.
